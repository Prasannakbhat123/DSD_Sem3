===== design/flow/config.mk =====
export PLATFORM = sky130hd
export DESIGN_NAME = bitcomparator3
export DESIGN_NICKNAME = bitcomparator3
export VERILOG_FILES = /design/flow/design.v
export SDC_FILE = /design/flow/constraint.sdc
export NUM_CORES = 4
export LEC_CHECK = 1
export CORE_AREA = 10 10 70 70
export DIE_AREA = 0 0 80 80

===== design/flow/design.v =====
module bitcomparator3(a,b,equal,greater,lower);
input [2:0] a,b;
output reg equal,greater,lower;
always @ (a,b) begin
if(a>b) begin
	equal =0; greater = 1;lower =0;
	end
else if (a==b) begin
	equal =1; greater = 0; lower =0;
	end
else begin
	equal =0; greater = 0;lower = 1;
	end
end
endmodule

===== design/flow/constraint.sdc =====
current_design bitcomparator3

set clk_period 1.0
set clk_io_pct 0.2

create_clock -name clk0 -period $clk_period

set non_clock_inputs [all_inputs -no_clocks]
set_input_delay [expr $clk_period * $clk_io_pct] -clock clk0 $non_clock_inputs
set_output_delay [expr $clk_period * $clk_io_pct] -clock clk0 [all_outputs]

===== design/flow/run.sh =====
#!/bin/bash
# OpenROAD 26Q1-2900-gdf79404cd8, Yosys 0.63+post, stock flow scripts
make -C /OpenROAD-flow-scripts/flow DESIGN_CONFIG=/design/flow/config.mk WORK_HOME=/design/flow/orfs finish

==> run summary <==
yosys + openroad results -> via-per-instance ratio 1.94, Worst slew margin 0.930, Clock Power Share 0, internal power 0.101 mW, chip area 0.00640 mm², fin crit share 1.21, DP Area 264 µm², source of the critical timing path a[1], WP data arrival 1.01 ns, met1 wire length 232 µm, pre-CTS setup slack -1.04 ns, Sw Ratio 0.327, failing checks negative setup slack, I/O pins 9, DRT iter0 DRCs 2, ys cells 13, max cap viols 0, Tightest Pin Transition 0.105 ns, design area 340 µm², Pre-Place Util 0.0282, row count 21, Hold Vio Cnt, Final 0, routed len/inst 6.66 µm, gr ovfl total 0, data required time at the worst endpoint 0.80 ns, storage element area 0 µm², worst setup path endpoint lower, synth warn 1, area reported by Yosys stat 96.3 µm², Worst setup EP type output pin, TNS Setup -0.490 ns, Mapped Avg Cell Area 7.41 µm², Leakage 0.131 nW, antenna violations before repair 0, sequential power share 0, WS Path Type input pin to output pin, FFs & Latches 0, cts hold-fix bufs 0, Sw Pwr 0.0492 mW, hold_ws 0.737 ns, layout cells sized above 1 0.880, port bufs 9, Final Setup Violations 3, die width 80 µm, ANT cells 0, DR WL met2 235 µm, drt drc 0, Routability Congestion 0.573, top routing layer used met3, WL final 473 µm, Pwr Density 441 mW/mm², Max FO, Critical Path 2, Via Count 138, first-pass GRT wire length 772 µm, Mapped Area 96.3 µm², met3 routed WL 5 µm, f_max 825 MHz, tool warnings 34, core footprint 0.00342 mm², status finished with violations, layout clock buffer count 0, RSZ-0062 raised after global routing yes, Cells after Synth 13, DP Wirelength 390 µm, Comb pwr share 1.000, largest net degree at the start of global routing 4, vias in the first global route 143, Tmin final 1.21 ns, Layout Area Growth over Synthesis 253%, die y size 80 µm, worst vdd ir 0.0619 mV, ANT nets after route 0, Worst Hold Class input pin to output pin, Total GRT Usage 0.0148, Unique cell types 8, final worst slack -0.212 ns, hold path depth 4, fin. max-slew vios 0, Seq share, synth 0, final core utilization 0.0996, Pre-antenna DRT Iters 2, CP Launch Type input pin
==> per-stage QoR <==
stage,total power [mW],std cells
after CTS,0.146,71
after global placement,0.106,69
after global routing,0.164,71
after detailed placement,0.107,69
final,0.150,71
after floorplan,0.0397,13
==> worst min path at each step <==
| stage | from | end | slack (ns) |
|---|---|---|---|
| 4_1_cts | a[2] | lower | 0.74 |
| 5_1_grt | a[2] | lower | 0.76 |
| 6_report | a[2] | lower | 0.74 |
==> what timing repair did <==
item | CTS | global route
setup endpoints to repair | 3 | 3
resized | 51 | 3
buffers inserted | 2 | 0
pin swaps | 8 | 7
==> logic make-up after synthesis <==
family          Yosys count  share of synthesized area
simple gates              3                      0.221
fa+ha+maj                 3                      0.390
compound gates            4                      0.273
buf+inv                   3                      0.117
==> cells in the mapped netlist <==
library cell / instances / area [µm²]
a21oi_1: 2 / 10.0
and3_2: 1 / 7.51
nand3b_1: 1 / 7.51
a21oi_2: 1 / 8.76
ha_1: 3 / 37.5
nand2b_1: 1 / 6.26
a21o_1: 1 / 7.51
inv_1: 3 / 11.3
==> cell type report <==
| cell class | instances | area [µm²] |
|---|---|---|
| Fill cell | 398 | 3080 |
| Timing Repair Buffer | 12 | 126 |
| Tap cell | 46 | 57.6 |
| Inverter | 3 | 18.8 |
| Multi-Input combinational cell | 10 | 138 |
==> power by group through the flow <==
stage                 Combinational [mW]  Clock (mW)  Sequential [mW]
after CTS                          0.146           0                0
after global routing               0.164           0                0
final                              0.150           0                0
==> placed cells by master, fill, tap and decap left out <==
master    n
inv_4     3
buf_8     1
nand3b_1  1
nand2b_4  1
and3_4    1
ha_4      3
buf_6     9
a21oi_2   2
a21o_1    1
a21oi_1   1
buf_2     2
==> worst max-delay path: stages <==
cell and delay, ns:
buf_6 0.10, ha_4 0.23, buf_6 0.11, a21o_1 0.18, a21oi_2 0.10, buf_2 0.10
==> layer usage <==
metal / vias up / track usage
li1: 70 / -
met1: 64 / 0.0204
met2: 4 / 0.0265
met3: 0 / 0
met4: 0 / 0
met5: - / 0
No activity file was given, so power comes from the tool's default toggle rates.
