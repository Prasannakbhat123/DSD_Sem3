**flow/run.sh**
```bash
#!/bin/bash
# OpenROAD 26Q1-2900-gdf79404cd8, Yosys 0.63+post, stock flow scripts
make -C /OpenROAD-flow-scripts/flow DESIGN_CONFIG=/design/flow/config.mk WORK_HOME=/design/flow/orfs finish
```
**flow/config.mk**
```make
export PLATFORM = sky130hd
export DESIGN_NAME = mux16to1
export DESIGN_NICKNAME = mux16to1
export VERILOG_FILES = /design/flow/design.v
export SDC_FILE = /design/flow/constraint.sdc
export NUM_CORES = 4
export LEC_CHECK = 1
export CORE_AREA = 10 10 70 70
export DIE_AREA = 0 0 80 80
```
**flow/constraint.sdc**
```tcl
current_design mux16to1

set clk_period 1.5
set clk_io_pct 0.2

create_clock -name clk0 -period $clk_period

set non_clock_inputs [all_inputs -no_clocks]
set_input_delay [expr $clk_period * $clk_io_pct] -clock clk0 $non_clock_inputs
set_output_delay [expr $clk_period * $clk_io_pct] -clock clk0 [all_outputs]
```
**flow/design.v**
```verilog
 module mux2to1(a,b,sel,out);
 input a,b,sel;
 output reg out;
 always @ (a,b,sel)  begin
 case(sel)
	 0: out =a;
	 1: out =b;
	 default: out = 1'b0;
	 endcase
 end 
 endmodule  
 module mux8to1(in,sel,out);
 input [7:0]in;
 output [2:0]sel;
 output reg out;
 always @ (in,sel) begin
  case (sel)
  	0 : out = in[0];
  	1 : out = in[1];
  	2: out = in[2];
  	3: out = in[3];
  	4: out = in[4];
  	5: out = in[5];
  	6: out = in[6];
  	7: out = in[7];
  	default: out = 1'b0;
  	endcase
end
endmodule
module mux16to1(in,sel,out);
input [15:0]in;
input [3:0]sel;
output  out;
wire mux1_out,mux2_out;
mux8to1 mux1(in[7:0],sel[2:0],mux1_out);
mux8to1 mux2(in[15:8],sel[2:0],mux2_out);
mux2to1 mux3(mux1_out,mux2_out,sel[3],out);
endmodule	
```
==> run summary <==
syn avg cell area -> 9.41 um^2
CP endpoint kind -> output port
core area -> 3420 um^2
VDD IR max -> 0.0911 mV
total power -> 0.134 mW
Initial DRC Count -> 8
clkbuf count -> 0
yosys stat area -> 198 um^2
fin. max-slew vios -> 0
final worst path period share -> 107%
crit start category -> input port
largest net degree at the start of global routing -> 8
grt peak-use layer -> met1
FMAX -> 625 MHz
GRT Util Overall -> 3.09%
M2 GR Usage -> 2.89%
Adder-Cell Fraction of Synth Area -> 0%
Post-Layout Cell Count -> 91
Via density -> 2.97
post-synthesis cell area -> 198 um^2
leakage power -> 0.210 nW
WP data required -> 1200 ps
hold buffers post-CTS -> 0
OpenROAD warnings -> 34
distinct cell type count after synthesis -> 16
XORs/XNORs by Area -> 0%
most frequent cells after synthesis -> mux2i_1 (3), a311oi_1 (2), buf_6 (2), nor3b_1 (2)
largest area contributor in the netlist -> mux2i_1
number of fill cells -> 391
Fin. Hold Viols -> 0
FP Rows -> 21
RSZ-0062 raised after global routing -> true
placer congestion estimate -> 0.815
logic area -> 221 um^2
Crit Path Max Fanout -> 5
Die W -> 80 um
Yosys Instances -> 21
Layout area overhead -> 173%
most common cell in the netlist -> mux2i_1
FP Core Util -> 5.79%
Simple-Gate Area Share -> 22.8%
Max Cap Viol -> 0
Vias -> 270
Cell Pwr Density -> 247 nW/um^2
failing checks -> setup timing
IO Port Bufs -> 21
layout cell share with drive strength beyond 1 -> 53.3%
die area -> 6400 um^2
CP Data Arrival Time -> 1300 ps
Final Util -> 15.8%
Ys Warns -> 2
comb area leader -> AND-OR/OR-AND gates
vias in the first global route -> 325
final worst slack -> -101 ps
status -> finished, violations left
initial antenna violation count -> 0
worst slew pin tran -> 261 ps
final setup violation count -> 1
GR Util met1 -> 5.34%
WL final -> 955 um
Mapped Cells -> 21
drt pass-1 iters -> 4
GR Overflow Total -> 0
Routed WL per cell -> 10.5 um
Compound Share, Synth -> 30.4%
antenna-violating nets left -> 0
max-slew headroom at the worst pin -> 82.4%
IO Count -> 21
Placed Cells -> 89
Synth Seq Share -> 0%
Reg area -> 0 um^2
Hold Crit Class -> in2out
post-layout minimum cycle time -> 1600 ps
GR Util met3 -> 1.93%
Die Ht -> 80 um
Mux area share -> 28.5%
Top area cell types -> mux2i_1 (15%), buf_6 (11%), a311oi_1 (8.9%)
global-route wire length before repair -> 1620 um
registers -> 0
Max-area cell share -> 15.2%
antenna cell count -> 0
DRC viols -> 0
critical path type -> in2out
==> worst paths after layout <==
path,from,depth (start not counted),endpoint
setup / recovery,sel[0],7,out
hold / removal,sel[0],6,out
==> cell usage in the layout, fill, tap and decap left out, types with 2 or more instances in the layout <==
master and n:
dlygate4sd2_1 9, buf_4 4, clkdlybuf4s50_1 3, clkdlybuf4s15_1 3
buf_2 3, mux2_4 2, a211oi_2 2, a311oi_2 2
clkbuf_2 2, buf_12 2
==> repair_timing <==
action,CTS,global route
hold endpoints to repair,0,0
endpoints found under the setup margin,1,1
buffers inserted,1,0
gates cloned,1,0
gates resized,46,6
pin swaps,10,3
==> metal layers <==
layer	wire length, um	vias up
met5	0	-
met3	176	0
met4	0	0
li1	-	137
met1	586	112
met2	191	21
==> final cells by class <==
| cell class | instances | share of cell area (%) |
|---|---|---|
| Multi-Input combinational cell | 18 | 41.0 |
| Timing Repair Buffer | 27 | 48.4 |
| Tap cell | 46 | 10.6 |
==> power by group <==
part	total, mW	switching [mW]	internal, mW
logic	0.134	0.0474	0.0863
registers	0	0	0
clock network	0	0	0
total	0.134	0.0474	0.0863
==> metrics by stage <==
stage                     cell area, um^2  setup WS (ps)  hold slack, ps  TNS (ps)
final                                 541           -101            1190      -101
after floorplan                       198            156             647         0
after detailed placement              472           -933            1600      -933
after global placement                472           -920            1600      -920
after global routing                  541           -129            1210      -129
after CTS                             527           -143            1190      -143
==> logic make-up (layout without fill, tap and decap cells) <==
group | Yosys count | after routing
compound gates | 7 | 7
buf+inv | 3 | 27
mux | 5 | 5
simple gates | 6 | 6
==> worst max-delay path, stage by stage <==
cell and delay [ps]:
buf_12 110, buf_12 130, nand2b_4 130, a21oi_2 120, a311oi_2 70, o32ai_1 280
buf_2 150
Power figures rest on the tool's default switching activity, not on a simulated workload.
